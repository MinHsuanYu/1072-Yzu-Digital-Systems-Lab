==> flow/design.v <==
module S1061534_lab4(str_out, match, rst, str_in, clk);
input clk, rst, str_in;
output [2:0]str_out;
output match;
reg [2:0]str_out;
reg [1:0]current_state,next_state; 
reg match;
parameter state0=0,state1=1,state2=2,state3=3;
always@(posedge clk or posedge rst) 
begin  
	if(rst)current_state <= state0;
	else current_state <= next_state;
end
always@(current_state or str_in) 
begin  
	case(current_state)
	state0:
		next_state=(str_in==0)?state0:state1;
	state1:
		next_state=(str_in==0)?state0:state2;
	state2:
		next_state=(str_in==0)?state3:state2;
	state3:
		next_state=(str_in==0)?state0:state1;
	endcase
end
always@(current_state or str_in) 
begin 
	case(current_state)
	state0:
		match=0;
	state1:
		match=0;
	state2:
		match=0;
	state3:
		match=1;
	endcase
end
always@(posedge clk) 
begin 
	str_out[0]<=str_in;
	str_out[1]<=str_out[0];
	str_out[2]<=str_out[1];
end
endmodule
==> flow/run.sh <==
#!/bin/bash
# OpenROAD 26Q1-2900-gdf79404cd8, Yosys 0.63+post, stock flow scripts
make -C /OpenROAD-flow-scripts/flow DESIGN_CONFIG=/design/flow/config.mk WORK_HOME=/design/flow/orfs finish
==> flow/config.mk <==
export PLATFORM = sky130hd
export DESIGN_NAME = S1061534_lab4
export DESIGN_NICKNAME = S1061534_lab4
export VERILOG_FILES = /design/flow/design.v
export SDC_FILE = /design/flow/constraint.sdc
export NUM_CORES = 4
export LEC_CHECK = 1
export CORE_AREA = 10 10 70 70
export DIE_AREA = 0 0 80 80
==> flow/constraint.sdc <==
current_design S1061534_lab4

set clk_period 1.1
set clk_io_pct 0.2

create_clock -name clk0 -period $clk_period [get_ports {clk}]

set non_clock_inputs [all_inputs -no_clocks]
set_input_delay [expr $clk_period * $clk_io_pct] -clock clk0 $non_clock_inputs
set_output_delay [expr $clk_period * $clk_io_pct] -clock clk0 [all_outputs]
==> impl_metrics.prom <==
# HELP chip_impl_metric Implementation results
# TYPE chip_impl_metric gauge
chip_impl_metric{name="grt.overflow.total",unit=""} 0
chip_impl_metric{name="placement.io_buffers",unit=""} 6
chip_impl_info{name="timing_worst_setup_path_type",value="flip-flop to output port"} 1
chip_impl_metric{name="clock_skew",unit="ns"} 0.0000602
chip_impl_metric{name="cp.required",unit="ns"} 0.88
chip_impl_metric{name="totalNegativeSetupSlack",unit="ns"} 0
chip_impl_metric{name="cap_violations",unit=""} 0
chip_impl_metric{name="floorplan.initialDensity",unit="%"} 5.71
chip_impl_metric{name="cts.reportedPaths.clkPinSlew",unit="ns"} 0.04
chip_impl_info{name="cp-end-kind",value="output port"} 1
chip_impl_metric{name="fp.coreArea",unit="sq um"} 3420
chip_impl_metric{name="critical_path_peak_fanout",unit=""} 2
chip_impl_metric{name="ys_sh_xor",unit="%"} 0
chip_impl_metric{name="simple_gate_share",unit="%"} 7.69
chip_impl_metric{name="die_w",unit="um"} 80
chip_impl_metric{name="fmax",unit="GHz"} 0.944
chip_impl_metric{name="layout.area.seq",unit="sq um"} 164
chip_impl_metric{name="wire_length_of_the_first_global_routing_pass",unit="um"} 496
chip_impl_metric{name="detailedPlace.worstSlack",unit="ns"} 0.0633
chip_impl_info{name="run_status",value="finished clean"} 1
chip_impl_metric{name="period_used_share",unit="%"} 96.3
chip_impl_metric{name="htreeDepth",unit=""} 1
chip_impl_info{name="critPathLaunchType",value="flip-flop"} 1
chip_impl_metric{name="grt_pass1_vias",unit=""} 123
chip_impl_metric{name="synth.area.mux_share",unit="%"} 0
chip_impl_metric{name="postRouteAntennaNets",unit=""} 0
chip_impl_metric{name="area_of_the_mapped_netlist",unit="sq um"} 195
chip_impl_metric{name="power.leakage",unit="nW"} 0.145
chip_impl_metric{name="final_report_max_slew_violation_count",unit=""} 0
chip_impl_metric{name="worst_slew_pin_slew",unit="ns"} 0.170
chip_impl_metric{name="fp.dieArea",unit="sq um"} 6400
chip_impl_metric{name="dr_wl_met3",unit="um"} 75
chip_impl_metric{name="cts-hold-fix-buffers",unit=""} 0
chip_impl_metric{name="compound_area_share",unit="%"} 7.69
chip_impl_metric{name="syn_inst",unit=""} 13
chip_impl_metric{name="track_usage",unit="%"} 0.976
chip_impl_metric{name="final_layout_size_suffix_gt1_share",unit="%"} 29.2
chip_impl_metric{name="depth_of_the_worst_register_to_register_path",unit=""} 2
chip_impl_metric{name="totalWireLength",unit="um"} 336
chip_impl_metric{name="powerDensity",unit="nW/um^2"} 1560
chip_impl_info{name="rsz0062_at_grt",value="no"} 1
chip_impl_metric{name="detail_route.drc_violations",unit=""} 0
chip_impl_metric{name="final-hold-violation-count",unit=""} 0
chip_impl_metric{name="detailedRoute.firstPassIterationCount",unit=""} 1
chip_impl_info{name="crit_path_top_delay_cell",value="sky130_fd_sc_hd__dfrtp_1"} 1
chip_impl_info{name="cts.root.buffer_cell",value="sky130_fd_sc_hd__clkbuf_4"} 1
chip_impl_metric{name="top_level_ports",unit=""} 7
chip_impl_info{name="ff_to_ff_start",value="current_state[3]"} 1
chip_impl_metric{name="ys.warnings.count",unit=""} 1
chip_impl_metric{name="setup_violations",unit=""} 0
chip_impl_metric{name="detailedRoute.firstIterationViolations",unit=""} 0
chip_impl_metric{name="vias",unit=""} 125
chip_impl_metric{name="die_height",unit="um"} 80
chip_impl_info{name="type_of_the_tightest_min_delay_check",value="primary input to async pin"} 1
chip_impl_metric{name="rrSetupSlack",unit="ns"} 0.33
chip_impl_metric{name="final_worst_path_period_need",unit="ns"} 1.06
chip_impl_metric{name="cts_inserted_buffers",unit=""} 3
chip_impl_metric{name="yosys_cells",unit=""} 13
chip_impl_metric{name="route.antenna.diode_count",unit=""} 0
chip_impl_metric{name="synth_chip_area",unit="sq um"} 195
chip_impl_metric{name="hpwl",unit="um"} 282
chip_impl_info{name="synthTopLogicFamily",value="simple AND/OR/NAND/NOR gates"} 1
chip_impl_metric{name="cts.path.max_buffers",unit=""} 2
chip_impl_metric{name="grt_max_degree",unit=""} 6
chip_impl_metric{name="total_tool_warning_count",unit=""} 25
chip_impl_metric{name="ir_drop",unit="mV"} 0.196
chip_impl_metric{name="filler_cell_count",unit=""} 397
chip_impl_metric{name="rows",unit=""} 21
chip_impl_metric{name="drt-met1-wl",unit="um"} 121
chip_impl_metric{name="grt_antenna_before_repair",unit=""} 0
chip_impl_info{name="terminus_of_the_critical_flop_to_flop_path",value="current_state[2]"} 1
chip_impl_metric{name="tritoncts_num_sinks",unit=""} 7
chip_impl_metric{name="area_share_of_fa_ha_maj_cells_after_synthesis",unit="%"} 0
chip_impl_metric{name="met2RoutedLength",unit="um"} 130
chip_impl_metric{name="worst_slack",unit="ns"} 0.0408
chip_impl_metric{name="avgRoutedWirePerCell",unit="um"} 4.80
chip_impl_metric{name="post_synth_num_cell_types",unit=""} 8
chip_impl_info{name="setup.worst_path.start",value="current_state[3]"} 1
chip_impl_metric{name="timing.slew.headroom",unit="%"} 88.6
chip_impl_info{name="critical_path.top_delay_family",value="flip-flops"} 1
chip_impl_metric{name="postSynthAreaPerCell",unit="sq um"} 15.0
chip_impl_info{name="worstPathCellList",value="dlygate4sd2_1"} 1
chip_impl_metric{name="gpl_congestion",unit=""} 0.669
chip_impl_metric{name="flow.area_growth_from_synthesis",unit="%"} 76.3
chip_impl_info{name="tritoncts",value="built"} 1
chip_impl_metric{name="clk-insertion-delay-late",unit="ns"} 0.24
chip_impl_metric{name="critical_path.n_buffers_inverters",unit=""} 1
chip_impl_metric{name="via_per_inst",unit=""} 1.79
chip_impl_metric{name="arrival_time_worst_endpoint",unit="ns"} 0.84
chip_impl_metric{name="seq_area_frac_synth",unit="%"} 82.7
chip_impl_metric{name="ys_seq_elements",unit=""} 7
chip_impl_metric{name="cp_slowest_stage_delay",unit="ns"} 0.36
chip_impl_metric{name="multiInputGateArea",unit="sq um"} 30.0
chip_impl_info{name="dr.max_layer_used",value="met4"} 1
## cell usage in the layout, fill, tap and decap left out
cell type,Yosys,routed
sky130_fd_sc_hd__dlygate4sd2_1,0,4
sky130_fd_sc_hd__clkbuf_4,0,3
sky130_fd_sc_hd__dfrtp_1,3,3
sky130_fd_sc_hd__o21a_1,2,2
sky130_fd_sc_hd__clkdlybuf4s50_1,0,2
sky130_fd_sc_hd__dfxtp_2,0,2
sky130_fd_sc_hd__nor3_1,1,1
sky130_fd_sc_hd__nor2_1,1,1
sky130_fd_sc_hd__nor2b_1,1,1
sky130_fd_sc_hd__inv_1,1,1
sky130_fd_sc_hd__clkbuf_1,0,1
sky130_fd_sc_hd__dfstp_2,1,1
sky130_fd_sc_hd__buf_4,0,1
sky130_fd_sc_hd__dfxtp_1,3,1
## state kept, by name, indices dropped and copies added (netlist names)
name,flops
current_state,4
str_out,3
## area by class of cell
class                           instances  area share, %
Clock buffer                            4           7.64
Inverter                                1           1.09
Multi-Input combinational cell          5           8.73
Sequential cell                         7           47.6
Tap cell                               46           16.7
Timing Repair Buffer                    7           18.2
## through the flow
| stage | instance area (sq um) | utilization, % | power [mW] | hold slack, ns | instances |
|---|---|---|---|---|---|
| finish | 344 | 10.1 | 0.536 | 0.166 | 70 |
| global route | 344 | 10.1 | 0.575 | 0.167 | 70 |
| CTS | 344 | 10.1 | 0.553 | 0.158 | 70 |
| detailed placement | 313 | 9.16 | 0.329 | 0.343 | 65 |
| global placement | 313 | 9.16 | 0.327 | 0.339 | 65 |
| floorplan | 195 | - | 0.301 | -0.0146 | 13 |
## metal layers
layer,vias up,global-route usage [%]
li1,64,-
met1,51,0.940
met2,8,1.28
met3,2,0.909
met4,0,0.704
met5,-,0
## power breakdown
group,switching (mW),total [mW],internal (mW)
Clock,0.0774,0.215,0.137
Sequential,0.00703,0.285,0.278
Combinational,0.0123,0.0358,0.0235
## Yosys cell counts
master,count,area (sq um)
sky130_fd_sc_hd__dfrtp_1,3,75.1
sky130_fd_sc_hd__dfxtp_1,3,60.1
sky130_fd_sc_hd__o21a_1,2,15.0
sky130_fd_sc_hd__dfstp_2,1,26.3
sky130_fd_sc_hd__inv_1,1,3.75
sky130_fd_sc_hd__nor2_1,1,3.75
sky130_fd_sc_hd__nor2b_1,1,6.26
sky130_fd_sc_hd__nor3_1,1,5.00
## worst max path at each step
stage,to,slack (ns),cells after the start
CTS,match,0.02,1
global route,match,0.003,1
finish,match,0.04,1
## kinds of logic after synthesis
logic type	Yosys count
AND-OR/OR-AND	2
buffers and inverters	1
flip-flops	7
AND/OR/NAND/NOR	3
## timing repair
action / 4_1_cts / 5_1_grt
resized: 6 / 0
buffers inserted: 1 / 0
setup endpoints to repair: 4 / 0
Power is estimated from default activity; no workload was simulated.
