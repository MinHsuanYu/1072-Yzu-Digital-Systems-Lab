## config.mk

```make
export PLATFORM = sky130hd
export DESIGN_NAME = lab7
export DESIGN_NICKNAME = lab7
export VERILOG_FILES = /design/flow/design.v
export SDC_FILE = /design/flow/constraint.sdc
export NUM_CORES = 4
export LEC_CHECK = 1
export CORE_AREA = 10 10 70 70
export DIE_AREA = 0 0 80 80
```

## constraint.sdc

```tcl
current_design lab7

set clk_period 5.3
set clk_io_pct 0.2

create_clock -name clk0 -period $clk_period

set non_clock_inputs [all_inputs -no_clocks]
set_input_delay [expr $clk_period * $clk_io_pct] -clock clk0 $non_clock_inputs
set_output_delay [expr $clk_period * $clk_io_pct] -clock clk0 [all_outputs]
```

## design.v

```verilog
module lab7(in_a,in_b,cin,out_a,out_b,out_c,out_d);
	input [2:0]in_a,in_b;
	input cin;
	output reg[0:6]out_a,out_b,out_c,out_d;
	reg [3:0] tem1, tem2;
	reg [3:0]sum;
always @ (1)
begin
	case(in_a[2:0])
		3'b000 : out_a = 7'b0000001;
      3'b001 : out_a = 7'b1001111;
      3'b010 : out_a = 7'b0010010;
      3'b011 : out_a = 7'b0000110;
      3'b100 : out_a = 7'b1001100;
      3'b101 : out_a = 7'b0100100;
      3'b110 : out_a = 7'b0100000;
      3'b111 : out_a = 7'b0001111;
	endcase
	case(in_b[2:0])
		3'b000 : out_b = 7'b0000001;
      3'b001 : out_b = 7'b1001111;
      3'b010 : out_b = 7'b0010010;
      3'b011 : out_b = 7'b0000110;
      3'b100 : out_b = 7'b1001100;
      3'b101 : out_b = 7'b0100100;
      3'b110 : out_b = 7'b0100000;
      3'b111 : out_b = 7'b0001111;
	endcase
	sum = in_a + in_b + cin;
	tem1 = sum / 10;
	tem2 = sum % 10;
case(tem1)
	4'b0001: out_c[0:6] = 7'b1001111; 
default: out_c[0:6] = 7'b0000001;
endcase
case(tem2)
		4'b0000: out_d[0:6] = 7'b0000001;  
		4'b0001: out_d[0:6] = 7'b1001111;  
		4'b0010: out_d[0:6] = 7'b0010010; 
		4'b0011: out_d[0:6] = 7'b0000110; 
		4'b0100: out_d[0:6] = 7'b1001100; 
		4'b0101: out_d[0:6] = 7'b0100100;
		4'b0110: out_d[0:6] = 7'b0100000; 
		4'b0111: out_d[0:6] = 7'b0001111; 
		4'b1000: out_d[0:6] = 7'b0000000; 
		4'b1001: out_d[0:6] = 7'b0000100; 
		default: out_d[0:6] = 7'b0000001; 
endcase
end
endmodule 
```

## run.sh

```bash
#!/bin/bash
# OpenROAD 26Q1-2900-gdf79404cd8, Yosys 0.63+post, stock flow scripts
make -C /OpenROAD-flow-scripts/flow DESIGN_CONFIG=/design/flow/config.mk WORK_HOME=/design/flow/orfs finish
```

==> impl_metrics.py <==
# Physical implementation metrics
metrics = {
    "die": {
        "ios": 35,
        "core-area_um2": 3416,
        "num_rows": 21,
        "initCoreUtil": 0.2084,
        "dieArea_um2": 6400,
        "fp.dieW_um": 80,
        "die_h_um": 80,
    },
    "global_routing": {
        "grt_pass1_wl_um": 2960,
        "antenna_found_initial": 0,
        "grt_use_total": 0.05345,
        "grt_overflow": 0,
        "grt_max_degree": 11,
        "grt_pass1_vias": 663,
    },
    "finish": {
        "final.fill_count": 371,
        "ff_latch_area_um2": 0,
        "area_growth_syn_to_layout_pct": 55.01,
        "flops": 0,
        "clkbuf_count": 0,
        "finalInstanceArea_um2": 1104,
        "drive_above_1_share": 0.1750,
        "utilization": 0.3231,
    },
    "synth": {
        "postSynthAreaPerCell_um2": 8.090,
        "ys_types": 32,
        "ys_seq_frac": 0,
        "ys_warn_count": 1,
        "syn_area_um2": 711.9,
        "ys_cells": 88,
        "synth_chip_area_um2": 711.9,
        "synthCells": 88,
    },
    "run": {
        "openroad.warnings": 43,
        "max-cap-violations": 0,
    },
    "detailed_routing": {
        "wl_um": 1853,
        "n_antenna_cell": 0,
        "drcViolationCount": 0,
        "vias_per_cell": 4.012,
        "routedWlPerCell_um": 11.16,
        "dr.first_iter.drc_count": 35,
        "dr.pass1.iters": 2,
        "ant_nets": 0,
        "routed-via-count": 666,
    },
    "setup_path": {
        "cp_data_required_time_ns": 4.24,
        "endpoint": "out_d[4]",
        "critPathLaunch": "in_a[0]",
        "critical_path.max_fanout": 5,
        "arrival_ns": 4.08,
        "cp-start-kind": "input port",
        "end_kind": "output pin",
        "critical_path_class": "in2out",
    },
    "timing": {
        "layout_worst_path_cycle_share": 0.9691,
        "fmax_ghz": 0.1947,
        "setup_viol": 0,
        "drv_slew": 0,
        "finalHoldViolations": 0,
        "period_needed_ns": 5.136,
    },
    "placement": {
        "post_dp_cell_area_um2": 1090,
        "port_buffers": 32,
        "place_hpwl_um": 1642,
        "gp_congestion": 0.7769,
    },
    "cts": {
        "cts-hold-fix-buffers": 0,
    },
    "min_path": {
        "min_path_type": "in2out",
        "worstHoldPathCells": 3,
    },
    "pwr": {
        "clock_power_share": 0,
        "pwr-share-seq": 0,
        "internal-power_w": 0.00009306,
        "power.switching_w": 0.00005715,
        "swShare": 0.3805,
        "powerDensity_nw_per_um2": 136.1,
        "p_comb_frac": 1.000,
        "peakVddDrop_mv": 0.02261,
        "p_leak_nw": 0.5067,
    },
    "status": {
        "status": "complete, no violations",
    },
}
## per-stage QoR
stage               std cells  TNS (ns)   power [W]  hold WS (ns)  setup WS [ns]
floorplan                  89         0  0.00007514         2.133         0.9985
global placement          166         0   0.0001484         3.194         0.1212
detailed placement        166         0   0.0001485         3.193        0.07670
CTS                       166         0   0.0001497         3.198        0.06100
global route              166  -0.01077   0.0001670         3.236      -0.009868
finish                    166         0   0.0001502         3.184         0.1640
## power by group through the flow
stage	Sequential (W)	Clock [W]	Combinational, W
6_report	0	0	0.000150
5_1_grt	0	0	0.000167
4_1_cts	0	0	0.000150
## critical path, stage by stage
cell	delay, ns
clkdlybuf4s50_1	0.51
inv_1	0.10
fa_2	0.41
fa_1	0.38
nor2b_1	0.16
or2_4	0.28
inv_1	0.09
a21oi_2	0.07
ha_2	0.20
and2_0	0.13
a221o_1	0.29
clkdlybuf4s50_1	0.41
## logic make-up (layout without fill, tap and decap cells)
logic type | Yosys count | in the layout | synth area share
and+or+nand+nor | 27 | 27 | 0.2373
muxes | 1 | 1 | 0.01406
other | 2 | 3 | 0.01055
buffers and inverters | 18 | 49 | 0.1265
AOI/OAI and AO/OA | 22 | 22 | 0.2742
adders and majority gates | 18 | 18 | 0.3374
## placed cells by master, fill, tap and decap left out, drive strengths merged, types with 3 or more instances in the layout
cell type / n
clkdlybuf4s50: 32
and2: 6
nand2: 8
nor2b: 6
ha: 16
inv: 11
o21ai: 6
buf: 6
conb: 3
a22o: 3
nor2: 3
## final cells by class
type	count	area [um^2]	area share
multi-input combinational	71	639.4	0.5794
timing repair buffer	38	365.4	0.3311
tap	46	57.56	0.05215
inverter	11	41.29	0.03741
## synth_stat cells
| master | count | area share |
|---|---|---|
| nor2b_1 | 4 | 0.035 |
| nor3_2 | 1 | 0.014 |
| nor2b_4 | 1 | 0.019 |
| or2_4 | 2 | 0.025 |
| nand2_1 | 8 | 0.042 |
| conb_1 | 2 | 0.011 |
| buf_4 | 6 | 0.063 |
| and2_1 | 4 | 0.035 |
| a211oi_1 | 1 | 0.011 |
| clkbuf_1 | 1 | 0.0053 |
| a22o_1 | 3 | 0.037 |
| nor2_1 | 3 | 0.016 |
| a2111oi_4 | 1 | 0.039 |
| a211oi_2 | 1 | 0.018 |
| and2_0 | 1 | 0.0088 |
| a21o_1 | 1 | 0.011 |
| o211a_1 | 1 | 0.014 |
| o21ai_0 | 6 | 0.042 |
| nor4_2 | 1 | 0.018 |
| mux2i_1 | 1 | 0.014 |
| nor2b_2 | 1 | 0.012 |
| and2_4 | 1 | 0.012 |
| a221o_1 | 1 | 0.014 |
| ha_1 | 16 | 0.28 |
| inv_1 | 11 | 0.058 |
| o22a_1 | 1 | 0.012 |
| o211ai_2 | 1 | 0.018 |
| a21oi_1 | 2 | 0.014 |
| a21boi_0 | 1 | 0.011 |
| o21a_1 | 1 | 0.011 |
| o211a_4 | 1 | 0.025 |
| fa_1 | 2 | 0.056 |
## worst min path at each step
stage                 slack, ns       end  startpoint
after CTS                  3.20  out_a[2]     in_a[2]
after global routing       3.24  out_a[0]     in_a[2]
final                      3.18  out_a[2]     in_a[2]
## timing repair
item / 4_1_cts / 5_1_grt
endpoints found under the setup margin: 0 / 5
buffers inserted: 0 / 0
endpoints found under the hold margin: 0 / 0
gates resized: 0 / 4
## layer usage
metal	GRT usage	up-vias	share of wire
met5	0	-	0
met3	0.01818	0	0.12
met1	0.06963	294	0.45
li1	-	350	-
met4	0	0	0
met2	0.08828	22	0.43
Power is estimated from default activity; no workload was simulated.
