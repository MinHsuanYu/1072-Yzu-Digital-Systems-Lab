[./run.sh]
#!/bin/bash
# OpenROAD 26Q1-2900-gdf79404cd8, Yosys 0.63+post, stock flow scripts
make -C /OpenROAD-flow-scripts/flow DESIGN_CONFIG=/design/flow/config.mk WORK_HOME=/design/flow/orfs finish
[./config.mk]
export PLATFORM = sky130hd
export DESIGN_NAME = hw1_bonus
export DESIGN_NICKNAME = hw1_bonus
export VERILOG_FILES = /design/flow/design.v
export SDC_FILE = /design/flow/constraint.sdc
export NUM_CORES = 4
export LEC_CHECK = 1
export CORE_AREA = 10 10 70 70
export DIE_AREA = 0 0 80 80
[./constraint.sdc]
current_design hw1_bonus

set clk_period 1.8
set clk_io_pct 0.2

create_clock -name clk0 -period $clk_period

set non_clock_inputs [all_inputs -no_clocks]
set_input_delay [expr $clk_period * $clk_io_pct] -clock clk0 $non_clock_inputs
set_output_delay [expr $clk_period * $clk_io_pct] -clock clk0 [all_outputs]
[./design.v]
module hw1_bonus(A0,A1,A2,A3,B0,B1,B2,B3,D0,D1,D2);
	input A0,A1,A2,A3,B0,B1,B2,B3;
	output D0,D1,D2;
	wire A0b,A1b,A2b,A3b,B0b,B1b,B2b,B3b;
	not (A0b,A0);
	not	(A1b,A1);
	not (A2b,A2);
	not (A3b,A3);
	not (B0b,B0);
	not (B1b,B1);
	not (B2b,B2);
	not (B3b,B3);
	wire AbB0,ABb0,AbB1,ABb1,AbB2,ABb2,AbB3,ABb3;
	and	(AbB0,A0b,B0); 
	and (ABb0,A0,B0b); 
	and	(AbB1,A1b,B1); 
	and (ABb1,A1,B1b);
	and	(AbB2,A2b,B2); 
	and (ABb2,A2,B2b);
	and	(AbB3,A3b,B3); 
	and (ABb3,A3,B3b);
	wire x0,x1,x2,x3;
	nor (x0,AbB0,ABb0);
	nor (x1,AbB1,ABb1);
	nor (x2,AbB2,ABb2);
	nor (x3,AbB3,ABb3);
	wire D10,D11,D12,D20,D21,D22;
	and (D10,ABb0,x1,x2,x3);
	and (D11,ABb1,x2,x3);
	and (D12,ABb2,x3);
	and (D20,AbB0,x1,x2,x3);
	and (D21,AbB1,x2,x3);
	and (D22,AbB2,x3);
	and (D0,x0,x1,x2,x3);
	or (D1,D10,D11,D12,ABb3);
	or (D2,D20,D21,D22,AbB3);
endmodule 
==> impl_metrics.json <==
{
  "routed_via_density": 2.31,
  "avgSynthCellArea_um2": 6.96,
  "hold_viol": 0,
  "largest_area_cell": "ha_1",
  "topCellsByArea": "ha_1, inv_1, a21oi_1",
  "hold_depth": 6,
  "clkbuf_count": 0,
  "grt_max_degree": 4,
  "ys_chip_area_um2": 174,
  "setup_viol": 0,
  "tns_ps": 0,
  "startpoint_type": "input pin",
  "area_growth_syn_to_layout_pct": 129,
  "maxSlewHeadroom_pct": 89.7,
  "period_needed_ps": 1730,
  "max_slew.worst_pin.slew_ps": 154,
  "drc_errors": 0,
  "port_buffers": 11,
  "status": "completed",
  "dr.pass1.iters": 4,
  "antenna_found_initial": 0,
  "hp-class": "in2out",
  "ys_types": 7,
  "slew_viol_final": 0,
  "worst-path-max-fanout": 2,
  "leakagePower_nw": 0.194,
  "ir_worst_vdd_mv": 0.0261,
  "critPathKind": "in2out",
  "pwr_density_cell_nw_per_um2": 180,
  "layout-drive-gt1-share_pct": 33.3,
  "synth_stat.cells": 25,
  "wl_per_cell_um": 6.48,
  "hold_slack_ps": 1370,
  "post_cts_buffers": 0,
  "synth_area_um2": 174,
  "tool_warnings": 36,
  "die_w_um": 80,
  "grt_pass1_vias": 207,
  "design.core.area_um2": 3420,
  "fp-utilization_pct": 5.09,
  "yosysWarnings": 0,
  "globalRouteTotalUtil_pct": 1.57,
  "gp_congestion": 0.677,
  "grt_pass1_wl_um": 848,
  "dr.first_iter.drc_count": 10,
  "area.sequential_um2": 0,
  "yosys.stat.seqShare_pct": 0,
  "fin_crit_sh_pct": 96.1,
  "yosys.area.top_type_share_pct": 57.6,
  "fmax_ghz": 0.578,
  "rsz0062_at_grt": "no",
  "cap_violations": 0,
  "ant_nets": 0,
  "crit_arrival_ps": 1370,
  "grt_overflow_total": 0,
  "num_rows": 21,
  "die_y_um": 80,
  "critPathCaptureType": "output port",
  "wl_um": 551,
  "n_antenna_cell": 0,
  "dieArea_um2": 6400,
  "pin_count": 11,
  "synthCells": 25,
  "required_ps": 1440,
  "vias": 196,
  "seq_cells": 0,
  "dp_hpwl_um": 494
}
==> power by group <==
| group | switching [mW] | internal, mW | total [mW] |
|---|---|---|---|
| Clock | 0 | 0 | 0 |
| Combinational | 0.0306 | 0.0411 | 0.0717 |
| Sequential | 0 | 0 | 0 |
==> cell type report <==
class	instances	area, µm²
multi-input combinational	17	188
tap	46	57.6
fill	394	3020
timing repair buffer	14	124
inverter	8	30.0
==> worst paths after layout <==
path                  from  end  slack, ps
worst max-delay path    A2   D1         70
worst min-delay path    A3   D2       1370
==> placed cells by master (no fill, tap or decap), drive strengths merged <==
| master | synthesis | routed |
|---|---|---|
| buf | 0 | 3 |
| o21ai | 2 | 2 |
| ha | 8 | 8 |
| nand2 | 2 | 2 |
| a21oi | 4 | 4 |
| inv | 8 | 8 |
| clkdlybuf4s15 | 0 | 4 |
| dlygate4sd2 | 0 | 7 |
| nor2 | 1 | 1 |
==> metrics by stage <==
step                      setup slack (ps)  util, %  cell area (µm²)  cells  power (mW)
after floorplan                        578        -              174     25      0.0235
after global placement                -439     10.7              364     85      0.0638
after detailed placement              -484     10.7              364     85      0.0657
after CTS                             55.3     11.7              399     85      0.0725
after global routing                  20.2     11.7              399     85      0.0817
final                                 70.9     11.7              399     85      0.0717
==> worst max-delay path: stages <==
cell and delay (ps):
dlygate4sd2_1 240, buf_4 130, ha_1 200, a21oi_2 150
o21ai_2 60, dlygate4sd2_1 230
==> Yosys cell counts <==
| cell type | count |
|---|---|
| o21ai_1 | 2 |
| inv_1 | 8 |
| nand2_2 | 1 |
| a21oi_1 | 4 |
| ha_1 | 8 |
| nand2_1 | 1 |
| nor2_1 | 1 |
==> routing by layer <==
metal / global-route usage [%] / up-vias / share of wire, %
li1: - / 106 / -
met1: 1.85 / 85 / 43
met2: 3.13 / 5 / 51
met3: 0.114 / 0 / 6.2
met4: 0 / 0 / 0
met5: 0 / - / 0
==> cell families (layout without fill, tap and decap cells) <==
kind of cell | count (synthesis) | count (layout) | share of synthesized area [%]
fa+ha+maj | 8 | 8 | 57.6
buf+inv | 8 | 22 | 17.3
simple gates | 3 | 3 | 7.91
compound gates | 6 | 6 | 17.3
==> repair_timing <==
action,in CTS,in global routing
resized,24,0
hold buffers,0,0
setup endpoints to repair,3,0
No activity file was given, so power comes from the tool's default toggle rates.
